==> /design/flow/design.v <==
`timescale 1ns / 1ps
module memorio(caddress,
		address,
		memread,memwrite,ioread,iowrite,mread_data,ioread_data,wdata,rdata,write_data,LEDCtrl,SwitchCtrl);
    input[31:0] caddress;        
    input memread;				 
    input memwrite;				 
    input ioread;				 
    input iowrite;				 
    input[31:0] mread_data;		 
    input[15:0] ioread_data;	 
    input[31:0] wdata;			 
    output[31:0] rdata;			 
    output[31:0] write_data;     
    output[31:0] address;        
    output LEDCtrl;				 
    output SwitchCtrl;           
    reg[31:0] write_data;
    wire iorw;
    assign  address = caddress;
    assign  rdata = (ioread==1) ? ioread_data:mread_data;
    assign  iorw = (iowrite||ioread);
	assign	LEDCtrl = (iorw==1&&(caddress[31:0]==32'hfffffc60||caddress[31:0]==32'hfffffc62)) ? 1'b1:1'b0;
	assign	SwitchCtrl = (iorw==1&&(caddress[31:0]==32'hfffffc70||caddress[31:0]==32'hfffffc72)) ? 1'b1:1'b0;
    always @* begin
        if((memwrite==1)||(iowrite==1)) begin
            write_data = (memwrite) ? wdata:{16'd0,wdata[15:0]};
        end else begin
            write_data = 32'hZZZZZZZZ;
        end
    end
endmodule
==> /design/flow/run.sh <==
#!/bin/bash
# OpenROAD 26Q1-2900-gdf79404cd8, Yosys 0.63+post, stock flow scripts
make -C /OpenROAD-flow-scripts/flow DESIGN_CONFIG=/design/flow/config.mk WORK_HOME=/design/flow/orfs finish
==> /design/flow/config.mk <==
export PLATFORM = sky130hd
export DESIGN_NAME = memorio
export DESIGN_NICKNAME = memorio
export VERILOG_FILES = /design/flow/design.v
export SDC_FILE = /design/flow/constraint.sdc
export NUM_CORES = 4
export LEC_CHECK = 1
export CORE_AREA = 10 10 91 91
export DIE_AREA = 0 0 101 101
==> /design/flow/constraint.sdc <==
current_design memorio

set clk_period 2.0
set clk_io_pct 0.2

create_clock -name clk0 -period $clk_period

set non_clock_inputs [all_inputs -no_clocks]
set_input_delay [expr $clk_period * $clk_io_pct] -clock clk0 $non_clock_inputs
set_output_delay [expr $clk_period * $clk_io_pct] -clock clk0 [all_outputs]
==> run summary <==
Figures from the implementation reports.

- The flow ran to the end, but the final reports show violations.
- The final reports fail on setup timing.
- The type of the worst setup path reads in -> out.
- The number of warning messages in the logs reads 35.
- Across all layers, the routed design uses 1265 vias.
- The critical path's top delay family is simple AND/OR/NAND/NOR gates.
- The data arrival time of the worst path reads 1.66 ns.
- The number of clock buffers in the layout reads 0.
- The capturing element type of the critical path reads a primary output.
- The number of nets with antenna violations after routing reads 0.
- The top metal layer carrying routed signals reads met4.
- The areal power density over the cells is between 150 and 200 nW/um2.
- The kind of launch point of the worst setup path reads an input port.
- The non-filler instance count after layout reads 330.
- The total instance count after detailed placement reads about 330.
- The remaining global-route overflow is 0.
- The number of antenna violations at the first check in global routing reads 0.
- The number of vias per cell after detailed routing reads 3.833.
- There are 0 flip-flops and latches.
- Hold-check failures listed in the final report amount to 0.
- The final instance area is 2582 um2.
- The count of inserted antenna diode cells reads 0.
- The first global-routing pass estimated 7893 um of wire.
- In the global route stage, overall resource usage came out at 0.09492.
- The actual slew at the worst max-slew pin is 0.1529 ns.
- The setup total negative slack is -0.1001 ns.
- The final timing report gives a worst setup slack of -0.05719 ns.
- The post-placement setup slack is -0.8144 ns.
- The layout cell share with drive strength beyond 1 is 0.1621.
- The number of maximum-capacitance violations recorded for the run is 0.
- The number of global-route vias before repair reads around 1500.
- The count of cell types in the netlist reads 14.
- The post-detailed-route DRC marker count is 0.
- The final tally of setup violations reads 2.
- Per the gpl log, the routability congestion estimate is between 0.7 and 0.8.
- The highest-count logic cell in the final layout is clkdlybuf4s50_1.
- Traced cell by cell, the critical path runs through buf_6 -> or4b_1 -> or4_4 -> nor3_2 -> buf_2.
- The post-route met1 wirelength is 1927 um.
- Dividing the detail-routed wire length by the instance count gives 16.48 um.
- In this run the mean area of a mapped cell was 7.518 um2.
- The area of placed instances reads roughly 2500 um2.
- The sequential element share of the synthesized area is 0.
- In the layout the commonest cells are clkdlybuf4s50_1 (144), dlymetal6s2s_1 (22), and2_1 (16), nor2b_1 (16), mux2_2 (16).
- The routed design uses 865 um of met3 wire.
- The floorplan step defined a core boundary enclosing 6350 um2.
- The min-delay analysis places its worst path in the category in -> out.
- The yosys cell count is 114.
- The shortest period the worst path allows is 2.057 ns.
- After floorplanning, the die was sized to cover between 10000 and 15000 um2.
- In this run the VDD rail shows a maximum IR drop of just over 0.00009 V.
- The worst slew slack as a fraction of its limit reads 0.8977.
- The cell type of the slowest stage on the worst timing path reads or4b_1.
- According to the floorplan log, the row count is 29.
- The endpoint required time on the critical path is 1.60 ns.
- The sum of routed wire length over all layers reads 5438 um.
- The storage element area is 0 um2.
- The post-CTS setup-driven buffer insertion count reads 0.
- In the detailed route, the total length drawn on met2 is roughly 2600 um.
- The I/O pin count reads between 200 and 250.
- The number of standard cells after synthesis reads 114.
- The synthesis-to-finish area growth reads 201.3%.
- The utilization after layout is 0.4067.
- After the first detailed-routing iteration, the DRC count stood at 6.
- Of all nets on the critical path, the largest fanout is 2.
- At the floorplan stage, the core utilization is reported as 0.1350.
- The post-detailed-placement half-perimeter wirelength reads a little under 5000 um.
- The count of buffers from port buffering is 179.
- According to the report, the first pass of detailed routing completed in 2 iterations.
- In this run the vertical extent of the chip is roughly 100 um.
- Of the available clock period, the critical path in the final layout requires 1.029.
- The summed instance area of the synthesized netlist is 857.1 um2.
- The die outline width reads between 100 and 150 um.
- The synthesis log from Yosys contains 2 warnings.
- The largest net degree at the start of global routing is 17.
- Max-slew check failures listed in the final report amount to 0.
- The critical path contains buffers and inverters numbering 2 combined.
- The achievable clock frequency is 486.1 MHz.
- The reported leakage power is 1.171 nW.
- The biggest cell delay along the critical path is ~0.50 ns.
- Setup repair after global routing could not meet its margin everywhere.
- The chip area estimate from yosys synthesis reads 857.1 um2.
[routing by layer]
| metal | vias to the layer above | global-route usage |
|---|---|---|
| met5 | - | 0 |
| met4 | 0 | 0.01072 |
| met3 | 6 | 0.05475 |
| met2 | 104 | 0.1656 |
| met1 | 548 | 0.09951 |
| li1 | 607 | - |
[cells in the mapped netlist (all sizes together)]
library cell  count  area, um2
mux2             16      180.2
buf              49      365.4
o211ai            1      12.51
nor2b            16      100.1
or4               2      15.01
nand4bb           1      11.26
and2             16      100.1
nand4b            1      8.760
nor3              2      10.01
or4b              1      10.01
clkbuf            4      15.01
inv               1      3.750
nand4             4      25.02
[cell families after synthesis]
group	Yosys count	synth area share
buf+inv	54	0.4482
simple gates	43	0.3270
mux	16	0.2102
compound gates	1	0.01460
[path summary, 6_finish.rpt]
check,slack (ns),to,startpoint,cells after the start
worst max-delay path,-0.06,SwitchCtrl,caddress[9],5
worst min-delay path,0.80,write_data[0],wdata[0],0
[final cells by class]
cell class	count	area, um2
fillers	629	3767
inverters	1	3.754
well taps	77	96.34
multi-input cells	60	490.5
repair buffers	192	1992
[metrics by stage]
stage	power (W)	hold WS [ns]
2_1_floorplan	0.0001114	0.8163
5_1_grt	0.0004951	0.8000
3_3_place_gp	0.0004565	0.8000
4_1_cts	0.0004718	0.8000
6_report	0.0004552	0.8000
3_5_place_dp	0.0004554	0.8000
[where the power goes]
group | switching, W | leakage, nW | internal, W
combinational | 0.0000844 | 1.17 | 0.000371
clock | 0 | 0 | 0
sequential | 0 | 0 | 0
total | 0.0000844 | 1.17 | 0.000371
[repair_timing]
action	CTS	global route
endpoints found under the hold margin	0	0
resized	41	23
hold buffers	0	0
cloned	2	0
pin swaps	7	9
setup endpoints to repair	50	2
Power and IR drop assume default switching activity.
